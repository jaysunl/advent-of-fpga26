==> flow/design.v <==
module part2 (
    clear,
    clock,
    digit,
    digit_valid,
    end_of_line,
    total,
    line_result
);
    input clear;
    input clock;
    input [3:0] digit;
    input digit_valid;
    input end_of_line;
    output [63:0] total;
    output [47:0] line_result;
    wire [63:0] _205;
    wire [47:0] _38;
    wire [43:0] _196;
    wire [47:0] _197;
    wire [47:0] _193;
    wire [47:0] _186;
    wire [47:0] _172;
    wire [47:0] _158;
    wire [47:0] _144;
    wire [47:0] _130;
    wire [47:0] _116;
    wire [47:0] _102;
    wire [47:0] _88;
    wire [47:0] _74;
    wire [47:0] _60;
    wire vdd;
    wire _3;
    wire _5;
    wire [47:0] _49;
    wire [3:0] _7;
    wire [47:0] _45;
    wire _46;
    wire _47;
    wire [47:0] _50;
    wire [47:0] _52;
    wire [47:0] _8;
    reg [47:0] _43;
    wire [47:0] _9;
    wire [95:0] _57;
    wire [47:0] _58;
    wire [47:0] _61;
    wire _62;
    wire _63;
    wire [47:0] _64;
    wire [47:0] _66;
    wire [47:0] _10;
    reg [47:0] _55;
    wire [47:0] _11;
    wire [95:0] _71;
    wire [47:0] _72;
    wire [47:0] _75;
    wire _76;
    wire _77;
    wire [47:0] _78;
    wire [47:0] _80;
    wire [47:0] _12;
    reg [47:0] _69;
    wire [47:0] _13;
    wire [95:0] _85;
    wire [47:0] _86;
    wire [47:0] _89;
    wire _90;
    wire _91;
    wire [47:0] _92;
    wire [47:0] _94;
    wire [47:0] _14;
    reg [47:0] _83;
    wire [47:0] _15;
    wire [95:0] _99;
    wire [47:0] _100;
    wire [47:0] _103;
    wire _104;
    wire _105;
    wire [47:0] _106;
    wire [47:0] _108;
    wire [47:0] _16;
    reg [47:0] _97;
    wire [47:0] _17;
    wire [95:0] _113;
    wire [47:0] _114;
    wire [47:0] _117;
    wire _118;
    wire _119;
    wire [47:0] _120;
    wire [47:0] _122;
    wire [47:0] _18;
    reg [47:0] _111;
    wire [47:0] _19;
    wire [95:0] _127;
    wire [47:0] _128;
    wire [47:0] _131;
    wire _132;
    wire _133;
    wire [47:0] _134;
    wire [47:0] _136;
    wire [47:0] _20;
    reg [47:0] _125;
    wire [47:0] _21;
    wire [95:0] _141;
    wire [47:0] _142;
    wire [47:0] _145;
    wire _146;
    wire _147;
    wire [47:0] _148;
    wire [47:0] _150;
    wire [47:0] _22;
    reg [47:0] _139;
    wire [47:0] _23;
    wire [95:0] _155;
    wire [47:0] _156;
    wire [47:0] _159;
    wire _160;
    wire _161;
    wire [47:0] _162;
    wire [47:0] _164;
    wire [47:0] _24;
    reg [47:0] _153;
    wire [47:0] _25;
    wire [95:0] _169;
    wire [47:0] _170;
    wire [47:0] _173;
    wire _174;
    wire _175;
    wire [47:0] _176;
    wire [47:0] _178;
    wire [47:0] _26;
    reg [47:0] _167;
    wire [47:0] _27;
    wire [95:0] _183;
    wire [47:0] _184;
    wire [47:0] _187;
    wire _188;
    wire _189;
    wire [47:0] _190;
    wire [47:0] _192;
    wire [47:0] _28;
    reg [47:0] _181;
    wire [47:0] _29;
    wire [95:0] _194;
    wire [47:0] _195;
    wire [47:0] _198;
    wire _199;
    wire _31;
    wire _200;
    wire [47:0] _201;
    wire _33;
    wire [47:0] _203;
    wire [47:0] _34;
    reg [47:0] _40;
    wire [15:0] _207;
    wire [63:0] _208;
    wire [63:0] _209;
    wire [63:0] _35;
    reg [63:0] _206;
    assign _205 = 64'b0000000000000000000000000000000000000000000000000000000000000000;
    assign _38 = 48'b000000000000000000000000000000000000000000000000;
    assign _196 = 44'b00000000000000000000000000000000000000000000;
    assign _197 = { _196,
                    _7 };
    assign _193 = 48'b000000000000000000000000000000000000000000001010;
    assign _186 = { _196,
                    _7 };
    assign _172 = { _196,
                    _7 };
    assign _158 = { _196,
                    _7 };
    assign _144 = { _196,
                    _7 };
    assign _130 = { _196,
                    _7 };
    assign _116 = { _196,
                    _7 };
    assign _102 = { _196,
                    _7 };
    assign _88 = { _196,
                   _7 };
    assign _74 = { _196,
                   _7 };
    assign _60 = { _196,
                   _7 };
    assign vdd = 1'b1;
    assign _3 = clear;
    assign _5 = clock;
    assign _49 = { _196,
                   _7 };
    assign _7 = digit;
    assign _45 = { _196,
                   _7 };
    assign _46 = _43 < _45;
    assign _47 = _31 & _46;
    assign _50 = _47 ? _49 : _43;
    assign _52 = _33 ? _38 : _50;
    assign _8 = _52;
    always @(posedge _5) begin
        if (_3)
            _43 <= _38;
        else
            _43 <= _8;
    end
    assign _9 = _43;
    assign _57 = _9 * _193;
    assign _58 = _57[47:0];
    assign _61 = _58 + _60;
    assign _62 = _55 < _61;
    assign _63 = _31 & _62;
    assign _64 = _63 ? _61 : _55;
    assign _66 = _33 ? _38 : _64;
    assign _10 = _66;
    always @(posedge _5) begin
        if (_3)
            _55 <= _38;
        else
            _55 <= _10;
    end
    assign _11 = _55;
    assign _71 = _11 * _193;
    assign _72 = _71[47:0];
    assign _75 = _72 + _74;
    assign _76 = _69 < _75;
    assign _77 = _31 & _76;
    assign _78 = _77 ? _75 : _69;
    assign _80 = _33 ? _38 : _78;
    assign _12 = _80;
    always @(posedge _5) begin
        if (_3)
            _69 <= _38;
        else
            _69 <= _12;
    end
    assign _13 = _69;
    assign _85 = _13 * _193;
    assign _86 = _85[47:0];
    assign _89 = _86 + _88;
    assign _90 = _83 < _89;
    assign _91 = _31 & _90;
    assign _92 = _91 ? _89 : _83;
    assign _94 = _33 ? _38 : _92;
    assign _14 = _94;
    always @(posedge _5) begin
        if (_3)
            _83 <= _38;
        else
            _83 <= _14;
    end
    assign _15 = _83;
    assign _99 = _15 * _193;
    assign _100 = _99[47:0];
    assign _103 = _100 + _102;
    assign _104 = _97 < _103;
    assign _105 = _31 & _104;
    assign _106 = _105 ? _103 : _97;
    assign _108 = _33 ? _38 : _106;
    assign _16 = _108;
    always @(posedge _5) begin
        if (_3)
            _97 <= _38;
        else
            _97 <= _16;
    end
    assign _17 = _97;
    assign _113 = _17 * _193;
    assign _114 = _113[47:0];
    assign _117 = _114 + _116;
    assign _118 = _111 < _117;
    assign _119 = _31 & _118;
    assign _120 = _119 ? _117 : _111;
    assign _122 = _33 ? _38 : _120;
    assign _18 = _122;
    always @(posedge _5) begin
        if (_3)
            _111 <= _38;
        else
            _111 <= _18;
    end
    assign _19 = _111;
    assign _127 = _19 * _193;
    assign _128 = _127[47:0];
    assign _131 = _128 + _130;
    assign _132 = _125 < _131;
    assign _133 = _31 & _132;
    assign _134 = _133 ? _131 : _125;
    assign _136 = _33 ? _38 : _134;
    assign _20 = _136;
    always @(posedge _5) begin
        if (_3)
            _125 <= _38;
        else
            _125 <= _20;
    end
    assign _21 = _125;
    assign _141 = _21 * _193;
    assign _142 = _141[47:0];
    assign _145 = _142 + _144;
    assign _146 = _139 < _145;
    assign _147 = _31 & _146;
    assign _148 = _147 ? _145 : _139;
    assign _150 = _33 ? _38 : _148;
    assign _22 = _150;
    always @(posedge _5) begin
        if (_3)
            _139 <= _38;
        else
            _139 <= _22;
    end
    assign _23 = _139;
    assign _155 = _23 * _193;
    assign _156 = _155[47:0];
    assign _159 = _156 + _158;
    assign _160 = _153 < _159;
    assign _161 = _31 & _160;
    assign _162 = _161 ? _159 : _153;
    assign _164 = _33 ? _38 : _162;
    assign _24 = _164;
    always @(posedge _5) begin
        if (_3)
            _153 <= _38;
        else
            _153 <= _24;
    end
    assign _25 = _153;
    assign _169 = _25 * _193;
    assign _170 = _169[47:0];
    assign _173 = _170 + _172;
    assign _174 = _167 < _173;
    assign _175 = _31 & _174;
    assign _176 = _175 ? _173 : _167;
    assign _178 = _33 ? _38 : _176;
    assign _26 = _178;
    always @(posedge _5) begin
        if (_3)
            _167 <= _38;
        else
            _167 <= _26;
    end
    assign _27 = _167;
    assign _183 = _27 * _193;
    assign _184 = _183[47:0];
    assign _187 = _184 + _186;
    assign _188 = _181 < _187;
    assign _189 = _31 & _188;
    assign _190 = _189 ? _187 : _181;
    assign _192 = _33 ? _38 : _190;
    assign _28 = _192;
    always @(posedge _5) begin
        if (_3)
            _181 <= _38;
        else
            _181 <= _28;
    end
    assign _29 = _181;
    assign _194 = _29 * _193;
    assign _195 = _194[47:0];
    assign _198 = _195 + _197;
    assign _199 = _40 < _198;
    assign _31 = digit_valid;
    assign _200 = _31 & _199;
    assign _201 = _200 ? _198 : _40;
    assign _33 = end_of_line;
    assign _203 = _33 ? _38 : _201;
    assign _34 = _203;
    always @(posedge _5) begin
        if (_3)
            _40 <= _38;
        else
            _40 <= _34;
    end
    assign _207 = 16'b0000000000000000;
    assign _208 = { _207,
                    _40 };
    assign _209 = _206 + _208;
    assign _35 = _209;
    always @(posedge _5) begin
        if (_3)
            _206 <= _205;
        else
            if (_33)
                _206 <= _35;
    end
    assign total = _206;
    assign line_result = _40;
endmodule
==> flow/run.sh <==
#!/bin/bash
# OpenROAD 26Q1-2900-gdf79404cd8, Yosys 0.63+post, stock flow scripts
make -C /OpenROAD-flow-scripts/flow DESIGN_CONFIG=/design/flow/config.mk WORK_HOME=/design/flow/orfs finish
==> flow/config.mk <==
export PLATFORM = sky130hd
export DESIGN_NAME = part2
export DESIGN_NICKNAME = part2
export VERILOG_FILES = /design/flow/design.v
export SDC_FILE = /design/flow/constraint.sdc
export NUM_CORES = 4
export LEC_CHECK = 1
export CORE_UTILIZATION = 50
==> flow/constraint.sdc <==
current_design part2

set clk_period 17.4
set clk_io_pct 0.2

create_clock -name clk0 -period $clk_period [get_ports {clock}]

set non_clock_inputs [all_inputs -no_clocks]
set_input_delay [expr $clk_period * $clk_io_pct] -clock clk0 $non_clock_inputs
set_output_delay [expr $clk_period * $clk_io_pct] -clock clk0 [all_outputs]
==> qor.txt <==
run status: finished clean
distinct lib cells: 115
synthesized-area fraction occupied by ao, oa, aoi and oai cells: 0.243
Clock Sink Count: 424
endpoint required time on the critical path: 18.00 ns
worst slew margin relative to its limit: 0.412
area after detailed placement: 54,700 um^2
sort of element at the end of the critical path: flip-flop
synthesized-area fraction occupied by and/or/nand/nor cells: 0.205
Avg Cell Area, Syn: 7.95 um^2
total clock buffers created by CTS: 54
die extent in x: 326 um
via density per instance: 5.89
clock-pin slew on the worst setup and hold paths: 0.06 ns
leading cell type in the layout, fill and taps excluded: ha_1
total standard cell area after synthesis: 52,400 um^2
Net Sw Frac: 0.437
clock tree from TritonCTS: done
slew of the pin with the lowest slew margin: 0.869 ns
Detailed Routing Iterations Pass 1: 7
Reg area: 8490 um^2
clock tree root buffer cell: clkbuf_16
global-route track usage on met1: 0.380
arrival time worst endpoint: 10.20 ns
finished layout cell area: 56,700 um^2
floorplan utilization: 0.505
DRC violations left: 0
number of max-cap violations: 0
kind of critical path: in -> reg
global-route wire length before repair: 230,000 um
Die Ht: 326 um
placeable core region: 104,000 um^2
antenna violations before repair: 1
area fraction in full adders, half adders and majority gates: 0.247
relative contribution of combinational cells to total power: 0.517
routed wire length: 139,000 um
Synth Seq Share: 0.162
most used flip-flop cell: dfxtp_1
Mapped Cells: 6,594
count of instances resized after the clock tree is built: 0
full die area: 106,000 um^2
Synth flops: 424
power density over the cells: 92.5 nW/um^2
endpoints failing setup: 0
met2 Use GR: 0.440
violation count after the first detailed-routing iteration: 2,332
aggregate global routing overflow: 0
final number of hold-violating endpoints: 0
GRT Overall Usage: 0.264
fraction of layout cells with a size suffix above 1: 0.0388
number of nets with antenna violations after detailed routing: 0
postcts setup bufs: 0
worst slack on hold paths: 0.465 ns
min cycle time layout: 9.60 ns
area fraction in xor and xnor cells: 0.0905
number of H-tree levels: 2
most frequent cells in the layout: 999 x ha_1, 603 x nor2_1, 514 x a21oi_1
maximum count of clock buffers along a single path: 3
half-perimeter wire length after detailed placement: 111,000 um
Slew Limit Fails: 0
peak clock frequency supported by timing: 104 MHz
final weighted congestion in routability-driven placement: 0.926
top comb family, area: adder cells
yosys warns: 1
grt peak-use layer: met2
Row Count: 118
worst hold path class: reg -> reg
number of logged tool warnings: 28
number of top-level pins: 120
critical path launch point type: primary input
Worst-Skew Late Latency: 0.66 ns
yosys cell count: 6,594
ratio of final minimum period to clock period: 0.552
detailed-route via count: 47,000
P_int: 2950 uW
leakage power of the design: 0.0258 uW
maximum number of pins on one net before global-route repair: 130
Filler cells: 9,603
footprint of the multi-input gates: 42,300 um^2
area growth from synthesis to final layout: 8.09%
largest vdd supply drop: 102 uV
multiplexer share of the synthesized area: 0.0192
crit path max fanout: 44
number of global-route vias before repair: 43,800
yosys stat area: 52,400 um^2
relative contribution of sequential cells to total power: 0.248
setup repair after global routing missed its margin: no
worst clock skew: 0.0389 ns
routed length per instance: 17.4 um
Port Buffers: 119
Clk network pwr share: 0.236
number of hold-repair buffers added at the cts stage: 0
share of flip-flops with an asynchronous set or reset after synthesis: 0
post-route setup TNS: 0 ns
M3 GR Usage: 0.0211
power dissipated by switching net loads: 2290 uW
EDFF count, synth: 0
[area by class of cell]
| class | count | area share |
|---|---|---|
| clock inverters | 32 | 0.00740 |
| clock buffers | 69 | 0.0266 |
| well taps | 1380 | 0.0305 |
| repair buffers | 158 | 0.0261 |
| inverters | 194 | 0.0129 |
| diodes | 1 | 0.0000442 |
| flip-flops and latches | 424 | 0.150 |
| multi-input cells | 5724 | 0.747 |
[registers in the layout, summed over array words and instances, names as in the netlist]
register,cells
_69,14
_97,24
_153,44
_55,9
_40,48
_83,19
_125,34
_206,64
_139,39
_181,48
_167,48
_43,4
_111,29
[metal layers]
layer  up-vias  part of all wire
met5         -                 0
met2       625              0.47
li1      24600                 -
met4         0             0.022
met1     21600              0.48
met3       159             0.030
[worst max-delay path: stages]
cell,delay (ns)
clkdlybuf4s50_1,0.45
buf_4,0.28
ha_1,0.24
fa_1,0.22
a21o_1,0.19
o2111ai_1,0.13
nor4_1,0.44
and4b_1,0.34
nor3b_1,0.59
or4b_1,0.70
nor3_1,0.24
xor2_1,0.22
ha_1,0.28
a21o_1,0.17
a21o_1,0.17
a21o_1,0.17
a21o_1,0.17
a21o_1,0.17
a21o_1,0.17
a221o_1,0.37
a31oi_4,0.15
buf_4,0.38
inv_1,0.15
o21ai_0,0.15
and2_1,0.13
[through the flow]
| stage | setup slack, ns | total power, uW | util | cells |
|---|---|---|---|---|
| floorplan | 8.51 | 3280 | - | 6600 |
| global placement | 7.24 | 4010 | 0.527 | 7880 |
| detailed placement | 7.20 | 4020 | 0.527 | 7880 |
| CTS | 7.88 | 5300 | 0.546 | 7981 |
| global route | 7.30 | 5700 | 0.546 | 7981 |
| finish | 7.80 | 5240 | 0.546 | 7982 |
[kinds of logic (layout without fill, tap and decap cells)]
kind of cell / Yosys count / after routing
buffers and inverters: 452 / 453
DFF: 424 / 424
AOI/OAI and AO/OA: 1927 / 1927
xor gates and xnor gates: 542 / 542
muxes: 100 / 100
other: 1 / 8
adders and majority gates: 1022 / 1022
and+or+nand+nor: 2126 / 2126
[synthesized netlist by cell type, types with 179 or more instances]
cell type | count | share of area
nor2_1 | 604 | 0.043
a21o_1 | 260 | 0.037
nand2_1 | 448 | 0.032
ha_1 | 999 | 0.24
xor2_1 | 237 | 0.040
o21ai_0 | 327 | 0.031
a211oi_1 | 256 | 0.037
nand3_1 | 179 | 0.017
dfxtp_1 | 424 | 0.16
a21oi_1 | 515 | 0.049
inv_1 | 193 | 0.014
clkbuf_1 | 225 | 0.016
xnor2_1 | 305 | 0.051
[power groups by stage]
stage         clock (uW)  combinational, uW  sequential [uW]
CTS                 1270               2720             1300
global route        1310               3070             1320
finish              1240               2710             1300
[worst paths after layout]
check	slack [ns]	cells after the start	start	endpoint
worst max-delay path	7.80	25	digit[1]	_40[5]$_SDFFE_PP0P_
worst min-delay path	0.46	2	_181[47]$_SDFFE_PP0P_	_181[47]$_SDFFE_PP0P_
worst max register to register	9.46	27	_139[1]$_SDFFE_PP0P_	_153[9]$_SDFFE_PP0P_
worst min register to register	0.46	2	_181[47]$_SDFFE_PP0P_	_181[47]$_SDFFE_PP0P_
No activity file was given, so power comes from the tool's default toggle rates.
