==> design/flow/design.v <==
module part1 (
    clear,
    clock,
    digit,
    digit_valid,
    end_of_line,
    total,
    line_result
);
    input clear;
    input clock;
    input [3:0] digit;
    input digit_valid;
    input end_of_line;
    output [31:0] total;
    output [7:0] line_result;
    wire [31:0] _42;
    wire [7:0] _17;
    wire [3:0] _33;
    wire [7:0] _34;
    wire [7:0] _30;
    wire vdd;
    wire _3;
    wire _5;
    wire [3:0] _7;
    wire _23;
    wire [3:0] _24;
    wire [3:0] _25;
    wire [3:0] _27;
    wire [3:0] _8;
    reg [3:0] _22;
    wire [7:0] _29;
    wire [15:0] _31;
    wire [7:0] _32;
    wire [7:0] _35;
    wire _36;
    wire _10;
    wire _37;
    wire [7:0] _38;
    wire _12;
    wire [7:0] _40;
    wire [7:0] _13;
    reg [7:0] _19;
    wire [23:0] _44;
    wire [31:0] _45;
    wire [31:0] _46;
    wire [31:0] _14;
    reg [31:0] _43;
    assign _42 = 32'b00000000000000000000000000000000;
    assign _17 = 8'b00000000;
    assign _33 = 4'b0000;
    assign _34 = { _33,
                   _7 };
    assign _30 = 8'b00001010;
    assign vdd = 1'b1;
    assign _3 = clear;
    assign _5 = clock;
    assign _7 = digit;
    assign _23 = _22 < _7;
    assign _24 = _23 ? _7 : _22;
    assign _25 = _10 ? _24 : _22;
    assign _27 = _12 ? _33 : _25;
    assign _8 = _27;
    always @(posedge _5) begin
        if (_3)
            _22 <= _33;
        else
            _22 <= _8;
    end
    assign _29 = { _33,
                   _22 };
    assign _31 = _29 * _30;
    assign _32 = _31[7:0];
    assign _35 = _32 + _34;
    assign _36 = _19 < _35;
    assign _10 = digit_valid;
    assign _37 = _10 & _36;
    assign _38 = _37 ? _35 : _19;
    assign _12 = end_of_line;
    assign _40 = _12 ? _17 : _38;
    assign _13 = _40;
    always @(posedge _5) begin
        if (_3)
            _19 <= _17;
        else
            _19 <= _13;
    end
    assign _44 = 24'b000000000000000000000000;
    assign _45 = { _44,
                   _19 };
    assign _46 = _43 + _45;
    assign _14 = _46;
    always @(posedge _5) begin
        if (_3)
            _43 <= _42;
        else
            if (_12)
                _43 <= _14;
    end
    assign total = _43;
    assign line_result = _19;
endmodule
==> design/flow/run.sh <==
#!/bin/bash
# OpenROAD 26Q1-2900-gdf79404cd8, Yosys 0.63+post, stock flow scripts
make -C /OpenROAD-flow-scripts/flow DESIGN_CONFIG=/design/flow/config.mk WORK_HOME=/design/flow/orfs finish
==> design/flow/config.mk <==
export PLATFORM = sky130hd
export DESIGN_NAME = part1
export DESIGN_NICKNAME = part1
export VERILOG_FILES = /design/flow/design.v
export SDC_FILE = /design/flow/constraint.sdc
export NUM_CORES = 4
export LEC_CHECK = 1
export CORE_UTILIZATION = 40
==> design/flow/constraint.sdc <==
current_design part1

set clk_period 6.3
set clk_io_pct 0.2

create_clock -name clk0 -period $clk_period [get_ports {clock}]

set non_clock_inputs [all_inputs -no_clocks]
set_input_delay [expr $clk_period * $clk_io_pct] -clock clk0 $non_clock_inputs
set_output_delay [expr $clk_period * $clk_io_pct] -clock clk0 [all_outputs]
==> results.txt <==
The full implementation flow was run.

The flow ran to the end, but the final reports show violations. The final reports fail on DRC. After detailed routing, the number of remaining DRC violations is 12. Once synthesis finished, the tally of register bits stood at 44.

The tool flagged a number of max-cap violations equal to 0. The antenna diode count stands at 0. The cell type that accounts for the most area after synthesis is sky130_fd_sc_hd__dfxtp_1. The chip area estimate from yosys synthesis stands at 0.00269 sq mm. The count of instantiated cells in the yosys netlist stands at 299. The detailed-route via count stands at 2230.

According to the floorplan report, the die width is 84.0 um. The share of post-route cells with drive strength above 1 stands at 6.03%. The worst hold-check slack stands at 0.504 ns. The via count of the first global-routing pass stands at 2020. STA lists the maximum fanout along the critical path as 6. The highest clock frequency the design can meet stands at 219 MHz. Walking the worst path, the cells encountered are clkdlybuf4s50_1 > ha_1 > fa_1 > a21o_1 > nand3_1 > mux2i_1 > a22oi_1 > ha_1 > and3_1 > a221o_1 > a31oi_1 > buf_4 > mux2i_1 > nor2_1.

During placement, the flow inserted port buffers numbering 47. Per the GRT congestion report, total overflow comes to 0. Looking at the VDD voltage map, the peak drop is 127 uV. The number of standard cells after synthesis stands at 299. The maximum clock skew at final layout stands at 0.00669 ns. By startpoint and endpoint, the worst setup path is classified as in -> reg. Per the layout report, the design carries 600 filler cells. The power density over the cells stands at 175 mW/mm^2. In this run, the number of DRC markers left after iteration 0 of detailed routing was 69.

The number of failing hold endpoints at the final stage stands at 0. The synthesized area per cell stands at 9.01 sq um. Endpoints with negative setup slack in the final report add up to 0.

The slew at the pin with the worst max-slew slack stands at 0.599 ns. TritonCTS built the clock tree. The post-route antenna net violation count stands at 0. The average wire length per cell after detail routing stands at 13.2 um.

The portion of the clock cycle consumed by the worst path in the final layout stands at 72.5%. Per the TritonCTS log, the buffer count is 5. The boundary pin count stands at 48. The core region area stands at 0.00642 sq mm. The layout overhead on the synthesized area stands at 23.7%.

Per the cell usage report, the commonest logic cells after layout are sky130_fd_sc_hd__nor2_1, sky130_fd_sc_hd__clkdlybuf4s50_1, sky130_fd_sc_hd__dfxtp_1, sky130_fd_sc_hd__ha_1. Entering global routing, the biggest net connects 37 pins. Together, buffers and inverters on the worst path number 2. The worst setup path is launched from an input pin. The row count stands at 29.

In this run the number of H-tree levels came out at 2. The initial antenna violation count stands at 0. After synthesis, the largest area contributor takes up 32.7% of total cell area. The placement summary gives the final routability congestion estimate as 0.849. The routed design shows a via density per instance of 5.25. At the later pin of the worst-skew pair, clock insertion delay measures 0.30 ns.

The sequential-to-total area share from yosys stat stands at 32.7%. STA classifies the critical path endpoint as a register. Counting flops with a built-in enable in the synthesized netlist gives 0.

The leakage power of the design stands at 0.00137 uW. For this run, the slowest stage of the critical path takes 0.47 ns. Counting flops with an async set or reset pin after synthesis yields a share of 0%.

The area used by multi-input combinational logic stands at 0.00170 sq mm. The post-synthesis share of cell area spent on and-or and or-and gates stands at 15.2%. The data arrival time reported for the critical path is 4.76 ns. The root buffer cell chosen for the clock tree is sky130_fd_sc_hd__clkbuf_8. Post-CTS repair ended up resizing 0 cells. Among the non-sequential cells, simple AND/OR/NAND/NOR gates take the most area.

The final layout reports a setup TNS of 0 ns. From bottom edge to top edge, the die measures 84.0 um. The detailed-placement wirelength estimate stands at 4.18 mm. In this run, the synthesized area fraction spent on and/or/nand/nor cells is recorded as 18.8%. The count of final max-slew check failures stands at 0. The largest individual stage delay along the critical path comes from the cell sky130_fd_sc_hd__a31oi_1. The critical path endpoint has a required time of 6.49 ns.

After layout, the minimum clock period comes to 4.57 ns. Summing every instance area after synthesis gives 0.00269 sq mm. The warning count from the yosys run stands at 1. Buffers added to address setup during post-CTS repair amount to 0.

The clock-pin slew on the worst setup and hold paths stands at 0.08 ns. Setup repair after global routing left no endpoint under its margin. In the synthesized netlist the dominant register cell turns out to be sky130_fd_sc_hd__dfxtp_1.

In this run the full chip footprint comes out at 0.00706 sq mm. The count of TritonRoute iterations in the first routing pass stands at 46. The netlist uses 51 different library cells. The worst-case max-slew headroom was logged as 59.9%. After clock tree synthesis, the flow added hold-fix buffers numbering 0. Global routing used 16.9% of the available tracks.

Warnings raised by the tools during the run amount to 25. In this run, the synthesized area fraction spent on xor and xnor cells is recorded as 9.43%. The global-route wire length before repair stands at 9.68 mm. The path class of the tightest hold or removal check is reg -> reg. The final routed wirelength across all metal layers stands at 5.61 mm. In this run the deepest clock path goes through 2 buffers. The area taken by flip-flops and latches stands at 881 sq um. Among cell families on the critical path, the largest total delay comes from AND-OR/OR-AND gates. The clock tree has to reach 44 sinks.

Yosys reports the multiplexer fraction of the synthesized area as 5.99%. The effective utilization at floorplan stands at 41.9%. The fraction of the mapped netlist area in adder cells stands at 13.8%. By area the synthesized netlist is led by sky130_fd_sc_hd__dfxtp_1, sky130_fd_sc_hd__ha_1, sky130_fd_sc_hd__nor2_1.
-- final timing paths --
| path | from | cells past startpoint | to | slack [ns] |
|---|---|---|---|---|
| worst min-delay path | _43[13] | 2 | _43[13] | 0.50 |
| worst min register to register | _43[13] | 2 | _43[13] | 0.50 |
| worst max-delay path | digit[1] | 14 | _19[2] | 1.73 |
| worst max register to register | _22[3] | 13 | _19[2] | 2.44 |
-- kinds of logic (layout without fill, tap and decap cells) --
kind of cell	Yosys count	count (layout)
AND-OR/OR-AND	55	55
XOR/XNOR	29	29
adder cells (fa/ha/maj)	28	28
buffers and inverters	22	71
flip-flops	44	44
multiplexers	16	16
AND/OR/NAND/NOR	105	105
-- stage by stage --
stage	cell area (sq um)	setup slack, ns	util [%]	power (uW)	instances
after floorplan	2690	2.34	-	344	299
after global placement	3220	1.52	50.1	369	417
after detailed placement	3220	1.44	50.1	370	417
after CTS	3330	1.75	51.8	591	425
after global routing	3330	1.50	51.8	615	425
final	3330	1.73	51.8	582	425
-- report_power, final --
part | switching, uW | internal (uW) | leakage, uW
logic | 36.3 | 36.8 | 0.000963
registers | 6.62 | 283 | 0.000356
clock network | 102 | 117 | 0.0000541
-- area by class of cell --
class	instances	area share [%]
Clock inverter	3	1.28
Clock buffer	5	2.07
Multi-Input combinational cell	233	51.1
Tap cell	77	2.89
Inverter	14	1.58
Sequential cell	44	26.5
Timing Repair Buffer	49	14.6
-- worst reg2reg max path, cell delays in order, from the launching register on --
cell and delay (ns):
sky130_fd_sc_hd__dfxtp_1 0.47, sky130_fd_sc_hd__ha_1 0.29, sky130_fd_sc_hd__ha_1 0.23, sky130_fd_sc_hd__fa_1 0.55, sky130_fd_sc_hd__nand3_1 0.12, sky130_fd_sc_hd__mux2i_1 0.14, sky130_fd_sc_hd__a22oi_1 0.22, sky130_fd_sc_hd__ha_1 0.29
sky130_fd_sc_hd__and3_1 0.20, sky130_fd_sc_hd__a221o_1 0.29, sky130_fd_sc_hd__a31oi_1 0.47, sky130_fd_sc_hd__buf_4 0.27, sky130_fd_sc_hd__mux2i_1 0.20, sky130_fd_sc_hd__nor2_1 0.05
-- synth_stat cells (2+ instances only) --
library cell and number:
sky130_fd_sc_hd__xnor2_1 12, sky130_fd_sc_hd__a21oi_1 10, sky130_fd_sc_hd__dfxtp_1 44, sky130_fd_sc_hd__a22oi_1 2
sky130_fd_sc_hd__o211ai_1 2, sky130_fd_sc_hd__and2_1 2, sky130_fd_sc_hd__ha_1 25, sky130_fd_sc_hd__or3_1 2
sky130_fd_sc_hd__a31oi_1 2, sky130_fd_sc_hd__o21ai_0 7, sky130_fd_sc_hd__nor2_1 47, sky130_fd_sc_hd__buf_2 2
sky130_fd_sc_hd__a311o_1 2, sky130_fd_sc_hd__nor2b_1 3, sky130_fd_sc_hd__nand3_1 7, sky130_fd_sc_hd__and3_1 5
sky130_fd_sc_hd__nor3_1 2, sky130_fd_sc_hd__a211oi_1 6, sky130_fd_sc_hd__mux2i_1 15, sky130_fd_sc_hd__inv_1 14
sky130_fd_sc_hd__clkbuf_8 2, sky130_fd_sc_hd__a21o_1 8, sky130_fd_sc_hd__fa_1 3, sky130_fd_sc_hd__xor2_1 17
sky130_fd_sc_hd__nor4_1 3, sky130_fd_sc_hd__nand2b_1 7, sky130_fd_sc_hd__clkbuf_1 3, sky130_fd_sc_hd__o2111ai_1 6
sky130_fd_sc_hd__nand2_1 17
-- layer usage --
metal  vias to the layer above  track usage, %  wire (um)
met5                         -               0          0
met4                         0            1.57         40
li1                       1149               -          -
met3                         4            2.61        213
met2                        45            25.8       2410
met1                      1032            26.9       2940
-- registers in the layout, summed over array words and instances (netlist names) --
name and cells:
_22 4, _43 32, _19 8
Power is estimated from default activity; no workload was simulated.
